===== flow/run.sh =====
#!/bin/bash
# OpenROAD 26Q1-2900-gdf79404cd8, Yosys 0.63+post, stock flow scripts
make -C /OpenROAD-flow-scripts/flow DESIGN_CONFIG=/design/flow/config.mk WORK_HOME=/design/flow/orfs finish

===== flow/config.mk =====
export PLATFORM = sky130hd
export DESIGN_NAME = relu
export DESIGN_NICKNAME = relu
export VERILOG_FILES = /design/flow/design.v
export SDC_FILE = /design/flow/constraint.sdc
export NUM_CORES = 4
export LEC_CHECK = 1
export CORE_AREA = 10 10 96 96
export DIE_AREA = 0 0 106 106

===== flow/constraint.sdc =====
current_design relu

set clk_period 1.0
set clk_io_pct 0.2

create_clock -name clk0 -period $clk_period [get_ports {clk}]

set non_clock_inputs [all_inputs -no_clocks]
set_input_delay [expr $clk_period * $clk_io_pct] -clock clk0 $non_clock_inputs
set_output_delay [expr $clk_period * $clk_io_pct] -clock clk0 [all_outputs]

===== flow/design.v =====
module relu#
    (
        parameter integer integer_width=20,
        parameter integer fraction_width=20   
    )
    (
        input clk,
        input reset,
        input enable,
        input [(integer_width+fraction_width)-1 : 0] input_data,
        output reg [(integer_width+fraction_width) -1 : 0] output_data,
        output reg done
    );
    reg done_relu = 0;
    integer i;
    integer j;
    always @(posedge clk) begin
        if (reset == 1) begin
            done = 0;
            output_data = 0;
        end
        else if (enable == 1) begin           
            if ($signed(input_data) < 0) begin
                output_data = 0;
            end
            else begin
                output_data = input_data;
            end
            done = 1;
        end
        else begin
            output_data = 0;
            done = 0;
        end
    end
endmodule

==> results.json <==
{
  "final_min_period_over_clock_period": 0.929,
  "fin_hold_ws_ns": 0.463,
  "ctsLongestPathBuffers": 2,
  "critical_path.max_fanout": 40,
  "post-cts-setup-buffer-count": 0,
  "yosys.area.top_type_share": 0.576,
  "timing.critical_path.slowest_stage_cell": "sky130_fd_sc_hd__clkdlybuf4s50_1",
  "hold_path_depth": 3,
  "routed_wire_length_per_instance_um": 15.7,
  "critPathBufInv": 2,
  "launching_element_type_of_the_critical_path": "input port",
  "post-route-min-period_ns": 0.929,
  "synth.ff_latch_count": 41,
  "total_count_of_hold_check_failures_in_the_final_report": 0,
  "die_width_um": 106,
  "ys.warnings.count": 1,
  "area_leaders": "sky130_fd_sc_hd__dfxtp_1 58%, sky130_fd_sc_hd__and4bb_2 27%, sky130_fd_sc_hd__nor4bb_2 6.9%, sky130_fd_sc_hd__clkbuf_1 1.8%, sky130_fd_sc_hd__nor4bb_4 1.8%",
  "core-area_um2": 7210,
  "worstSetupPathType": "input port to register",
  "maxClockFrequency_ghz": 1.08,
  "ys_cells": 94,
  "area_growth_syn_to_layout_pct": 62.7,
  "openroad.warnings": 25,
  "cts-htree-levels": 2,
  "syn-instance-count": 94,
  "unrepaired_setup_endpoints_after_global_routing": "false",
  "drv_cap": 0,
  "pre_cts_slack_ns": -0.309,
  "finish.instance_area_um2": 2320,
  "edf_count": 0,
  "setup_viol_count_final": 0,
  "synthTopCellsByCount": "41 x sky130_fd_sc_hd__dfxtp_1, 31 x sky130_fd_sc_hd__and4bb_2, 7 x sky130_fd_sc_hd__clkbuf_1, 6 x sky130_fd_sc_hd__nor4bb_2, 3 x sky130_fd_sc_hd__buf_2",
  "hpwlAfterDp_um": 2730,
  "outcome": "finished, final reports clean",
  "worstPathRequired_ns": 1.20,
  "power.density_nw_per_um2": 1350,
  "clk_root_buffer_cell": "sky130_fd_sc_hd__clkbuf_8",
  "grt_pass1_vias": 1104,
  "fin_ws_ns": 0.0711,
  "fraction_of_layout_instances_using_a_drive_strength_above_1": 0.590,
  "detailroute.via_count": 1066,
  "initial_drc_count": 23,
  "yosysMostFrequentCell": "sky130_fd_sc_hd__dfxtp_1",
  "ios": 84,
  "drt-vias-per-instance": 3.85,
  "synth_sequential_area_ratio": 0.576,
  "numClockSinks": 41,
  "synth-async-reset-ratio": 0,
  "cp_cell_sequence": "clkdlybuf4s50_1 -> buf_12 -> nor4bb_2",
  "grt_overflow": 0,
  "layout.filler_cells": 744,
  "global_route_usage_over_all_layers": 0.0687,
  "leakage_nw": 0.973,
  "antenna_left": 0,
  "die_height_um": 106,
  "drt_pass1_iterations": 2,
  "critical_path.top_delay_family": "buffers and inverters",
  "antenna_cell_count": 0,
  "report.final.slew_viol_count": 0,
  "clk_transition_reported_paths_ns": 0.07,
  "data_arrival_time_of_the_worst_path_ns": 1.12,
  "post_synth.cell_area_avg_um2": 15.1,
  "number_of_buffers_inserted_by_hold_repair_at_cts": 0,
  "vdd.ir_drop.worst_uv": 418,
  "first_pass_grt_wire_length_um": 6270,
  "chipArea_um2": 11200,
  "grt_max_degree": 41,
  "route.detailed.drc": 0,
  "cp.depth": 3,
  "fp-utilization": 0.197,
  "synthDominantAreaCellType": "sky130_fd_sc_hd__dfxtp_1",
  "placed_area_um2": 2370,
  "kind_of_capture_point_of_the_worst_setup_path": "register",
  "numCtsBuffers": 5,
  "synth-area-yosys_um2": 1420,
  "gp_congestion": 0.696,
  "grt_antenna_before_repair": 0,
  "maximum_cell_stage_delay_along_the_critical_path_ns": 0.50,
  "post_synth_instance_area_um2": 1420,
  "ff_type": "sky130_fd_sc_hd__dfxtp_1",
  "route.final.wire_length_um": 4360,
  "cts_tree": "yes",
  "post_synth_num_cell_types": 11,
  "worst_hold_path_type": "input port to register",
  "placement.io_buffers": 83,
  "std_cell_rows": 31
}
==> sequential cells by signal, summed over array words and instances, names as in the netlist <==
signal / count
output_data: 40
done: 1
==> cell usage in the layout, fill, tap and decap left out <==
| cell type | netlist | final |
|---|---|---|
| sky130_fd_sc_hd__and4bb_2 | 31 | 31 |
| sky130_fd_sc_hd__buf_12 | 1 | 3 |
| sky130_fd_sc_hd__buf_2 | 3 | 7 |
| sky130_fd_sc_hd__clkbuf_1 | 7 | 3 |
| sky130_fd_sc_hd__clkbuf_16 | 0 | 2 |
| sky130_fd_sc_hd__clkbuf_2 | 0 | 34 |
| sky130_fd_sc_hd__clkbuf_8 | 0 | 5 |
| sky130_fd_sc_hd__clkdlybuf4s50_1 | 0 | 40 |
| sky130_fd_sc_hd__conb_1 | 1 | 1 |
| sky130_fd_sc_hd__dfxtp_1 | 41 | 25 |
| sky130_fd_sc_hd__dfxtp_2 | 0 | 16 |
| sky130_fd_sc_hd__dlymetal6s2s_1 | 0 | 2 |
| sky130_fd_sc_hd__nor2b_1 | 1 | 1 |
| sky130_fd_sc_hd__nor4bb_1 | 1 | 1 |
| sky130_fd_sc_hd__nor4bb_2 | 6 | 6 |
| sky130_fd_sc_hd__nor4bb_4 | 1 | 1 |
==> logic make-up after synthesis <==
logic type | after synthesis | share of synthesized area
other | 1 | 0.00263
and+or+nand+nor | 40 | 0.370
DFF | 41 | 0.576
buffers and inverters | 12 | 0.0510
==> path summary, 6_finish.rpt <==
| path | from | to | slack, ns |
|---|---|---|---|
| worst min-delay path | reset | done$_SDFF_PP0_ | 0.46 |
| worst max-delay path | enable | output_data[30]$_SDFF_PP0_ | 0.07 |
==> metrics by stage <==
step / TNS [ns] / utilization / instances / total power, W
after CTS: 0 / 0.335 / 275 / 0.00318
after detailed placement: -11.18 / 0.328 / 267 / 0.00215
after global routing: 0 / 0.321 / 277 / 0.00331
after global placement: -11.29 / 0.328 / 267 / 0.00215
final: 0 / 0.321 / 277 / 0.00313
after floorplan: 0 / - / 94 / 0.00186
==> final cells by class <==
class / count / area (um^2) / share of cell area
clock buffer: 8 / 80.1 / 0.0346
multi-input combinational: 41 / 531 / 0.229
sequential: 41 / 841 / 0.363
tap: 99 / 124 / 0.0535
timing repair buffer: 88 / 741 / 0.320
==> worst min-delay path: stages <==
cell                             delay (ns)
sky130_fd_sc_hd__dlymetal6s2s_1        0.18
sky130_fd_sc_hd__clkbuf_16             0.22
sky130_fd_sc_hd__nor2b_1               0.11
==> layer usage <==
metal,GRT usage,share of wire,vias up
met5,0,0,-
met3,0.0385,0.099,3
met2,0.0972,0.45,52
met1,0.0931,0.44,495
met4,0.00774,0.0069,0
li1,-,-,516
==> where the power goes <==
| group | internal (W) | switching (W) | leakage (nW) |
|---|---|---|---|
| registers | 0.00168 | 0.0000102 | 0.341 |
| logic | 0.000284 | 0.000115 | 0.592 |
| clock network | 0.000497 | 0.000542 | 0.0395 |
==> repair_timing <==
action                     in CTS  in global routing
pin swaps                       0                  0
setup endpoints to repair      41                 65
hold endpoints to repair        0                  0
resized                        92                 50
gates cloned                    0                  2
No activity file was given, so power comes from the tool's default toggle rates.
